<file path="/design/flow/run.sh">
#!/bin/bash
# OpenROAD 26Q1-2900-gdf79404cd8, Yosys 0.63+post, stock flow scripts
make -C /OpenROAD-flow-scripts/flow DESIGN_CONFIG=/design/flow/config.mk WORK_HOME=/design/flow/orfs finish
</file>
<file path="/design/flow/config.mk">
export PLATFORM = sky130hd
export DESIGN_NAME = ahb_fifo
export DESIGN_NICKNAME = ahb_fifo
export VERILOG_FILES = /design/flow/design.v
export SDC_FILE = /design/flow/constraint.sdc
export NUM_CORES = 4
export LEC_CHECK = 1
export CORE_UTILIZATION = 30
</file>
<file path="/design/flow/constraint.sdc">
current_design ahb_fifo

set clk_period 14.9
set clk_io_pct 0.2

create_clock -name clk0 -period $clk_period [get_ports {HCLK}]

set non_clock_inputs [all_inputs -no_clocks]
set_input_delay [expr $clk_period * $clk_io_pct] -clock clk0 $non_clock_inputs
set_output_delay [expr $clk_period * $clk_io_pct] -clock clk0 [all_outputs]
</file>
<file path="/design/flow/design.v">
module ahb_fifo(HCLK,HRESETn,datain,writen,readen,tail_back,back_length,dataout,empty,full);
input           HCLK;
input           HRESETn;      
input[66:0]     datain;
input           writen;
input           readen;
input           tail_back;
input[4:0]      back_length;
output[66:0]    dataout;
output		    empty;
output	        full;
parameter       DEPTH = 4,
                MAX_COUNT = 4'b1111,               
                MIN_COUNT = 4'b0000;
reg                 empty_1;
reg                 full_1;
reg[66:0]           dataout_1;
reg[(DEPTH-1):0]    tail;                        
reg[(DEPTH-1):0]    head;                        
reg[(DEPTH-1):0]    count;
reg[66:0]           fifomem[0:MAX_COUNT];        
always @(posedge HCLK) begin
  if(HRESETn==0) begin
    dataout_1 <= 66'h00000000000000000;
  end
  else begin
    dataout_1 <= fifomem[tail];
  end
end
always @(posedge HCLK) begin
    if(HRESETn==1'b1 && writen == 1'b1 && full == 1'b0) begin
        fifomem[head]<=datain;
    end
end
always @(posedge HCLK) begin
    if(HRESETn==1'b0) begin
        head <= MIN_COUNT;
    end
    else begin
        if(writen==1'b1 && full==1'b0) begin
        head<=head+1'b1;
        end
    end
end
always @(posedge HCLK) begin
    if(HRESETn==1'b0) begin
        tail <= MIN_COUNT;
    end
    else begin
        if(tail_back) begin
            tail <= tail - back_length;
        end
        else if(readen==1'b1 && empty==1'b0) begin
        tail<=tail+1'b1;
        end
    end
end
always @(posedge HCLK) begin
    if(HRESETn==1'b0) begin
        count <= MIN_COUNT;
    end
    else begin
        if(tail_back) begin
           count <= count + back_length;
        end
        else begin
            case ({readen, writen})
            2'b00:
                count <= count;
            2'b01: 
                if (count != MAX_COUNT) 
                    count <= count + 1'b1;      
            2'b10: 
                if (count != MIN_COUNT)
                    count <= count - 1'b1;     
            2'b11:
                count <= count;
            endcase
        end
    end
end
always @(count) begin
   if (count == MIN_COUNT)
      empty_1 <= 1'b1;       
   else
      empty_1 <= 1'b0;
end
always @(count) begin
   if (count == MAX_COUNT)
      full_1 <= 1'b1;                      
   else
      full_1 <= 1'b0;
end
assign dataout = dataout_1;
assign empty = empty_1;
assign full = full_1; 
endmodule
</file>
==> Implementation_results.wiki <==
== Flow metrics ==
{| class="wikitable"
! Metric !! Value
|-
| Core Footprint || around 140000 sq um
|-
| Setup-failing EPs final || 0
|-
| Most frequent cells after synthesis || 1072 x sky130_fd_sc_hd__edfxtp_1, 170 x sky130_fd_sc_hd__mux4_2, 169 x sky130_fd_sc_hd__mux2i_1
|-
| Worst flop-to-flop path startpoint || count[1]$_SDFFE_PN0P_
|-
| Slack of the worst reg-to-reg path || 11.38 ns
|-
| Shortest period the worst path allows || roughly 5.8 ns
|-
| Power density over the cells || roughly 140 nW/um^2
|-
| Fraction of power consumed by sequential logic || approximately half
|-
| Measured slew at the worst slew-check pin || 0.802 ns
|-
| Number of antenna-violating nets in the routed design || 0
|-
| Average cell area after synthesis || just over 20 sq um
|-
| Number of sinks on the clock net || 1151
|-
| Via count || 20900
|-
| Maximum number of pins on one net before global-route repair || 99
|-
| Count of cell types in the netlist || between 40 and 50
|-
| Number of max-capacitance violations reported || 0
|-
| Relative slew margins || between 40% and 50%
|-
| Die x size || 382 microns
|-
| Total number of yosys warnings || 1
|-
| Post-Layout Cell Count || 4341
|-
| CP Capture Type || flop
|-
| Largest buffer count on any clock path || 3
|-
| Buffers on Ports || roughly 140
|-
| Largest cells by area after synthesis || sky130_fd_sc_hd__edfxtp_1 74%, sky130_fd_sc_hd__mux4_2 8.8%, sky130_fd_sc_hd__mux2i_1 3.9%
|-
| Per-cell routed wire length || ~22 microns
|-
| Number of DRC violations after detailed-routing iteration 0 || 1302
|-
| Overall chip area || 146000 sq um
|-
| Length in cells of the worst reg-to-reg path || 6
|-
| Status || complete, no violations
|-
| EDFF count, synth || 1072
|-
| Number of placement rows || about 140
|-
| Number of max-slew violations in the final report || 0
|-
| Highest fanout seen on the critical path || 27
|-
| Proportion of register bits with asynchronous set or reset after synthesis || 0%
|-
| Peak clock frequency supported by timing || about 170 MHz
|-
| Global route total overflow || 0
|-
| Insertion delay of the later-clocked pin in the worst-skew pair || 0.73 ns
|-
| VDD IR max || 0.0000996 V
|-
| Routability Congestion || 0.793
|-
| Number of warning messages in the logs || 30
|-
| Lkg Pwr || 15.5 nW
|-
| Level count of the clock H-tree || 3
|-
| Number of I/O pins || about 150
|-
| Worst clock skew || 0.0455 ns
|-
| Final cycle utilization of the critical path || about two fifths
|-
| Proportion of synthesized chip area in sequential cells || roughly 78%
|-
| Worst setup path startpoint || writen
|-
| Most common flop cell mapped by yosys || sky130_fd_sc_hd__edfxtp_1
|-
| Reg-to-Reg End || fifomem[10][1]$_DFFE_PP_
|-
| Synthesized area || ~43000 sq um
|-
| Clock Pin Slew Worst Setup and Hold Paths || around 0.060 ns
|-
| Number of cells in Yosys stat || between 2000 and 2500
|-
| Data arrival at the endpoint of the critical path || 6.13 ns
|-
| Wire length reported by the detailed router || 97500 microns
|-
| Max-area cell share || approximately 74%
|-
| Count of state elements after synthesis || 1151
|-
| Required time worst endpoint || roughly 15 ns
|-
| Number of optimization iterations in the first detailed-route pass || 5
|-
| Area grow syn2layout || 17.3%
|-
| DP HPWL || ~54000 microns
|-
| Post-placement setup slack || 8.27 ns
|-
| Setup slack of the critical path after layout || 9.11 ns
|-
| Clock Tree Root || sky130_fd_sc_hd__clkbuf_16
|-
| Endpoints failing hold || 0
|-
| Yosys top cell by instances || sky130_fd_sc_hd__edfxtp_1
|-
| Clock Power Share || roughly 38%
|-
| Setup repair after global routing missed its margin || no
|-
| CP Launch Type || input port
|-
| Via density || between 4 and 5
|-
| Effective utilization at floorplan || a little under a third
|-
| Endpoint of the most critical setup path || fifomem[10][1]$_DFFE_PP_
|-
| Logic gate share of total power || 11.2%
|-
| Placed cell count || around 4100
|-
| CTS tree || built
|-
| Gate Count Post-Synth || between 2000 and 2500
|-
| CTS-repair resized insts || 0
|-
| Chip Area, Yosys || ~43000 sq um
|-
| Hold_buf cts || 0
|-
| Class of the worst hold path || flop to flop
|-
| First-pass GRT wire length || between 100000 and 150000 microns
|-
| Total routing resource utilization after global routing || approximately 14%
|-
| Antenna violations before repair || 20
|-
| Share of total power consumed by net switching || 23.1%
|-
| Pwr Total || 7.25 mW
|-
| Setup repair bufs after CTS || 0
|-
| Largest area contributor in the synthesized netlist || sky130_fd_sc_hd__edfxtp_1
|-
| Cell internal pwr || approximately 5.6 mW
|-
| Drc violations || 0
|-
| Die H || around 380 microns
|-
| Reported net switching power || 1.67 mW
|-
| Worst Setup Path Type || input port to flop
|-
| Via count of the first global-routing pass || 22200
|-
| Share of final-layout standard cells stronger than drive strength 1 || between 10% and 20%
|-
| Setup Total Neg Slack || 0 ns
|-
| TritonCTS Buffers || between 100 and 150
|}
-- power groups by stage --
stage / registers (mW) / logic (mW) / clock network, mW
finish: 3.68 / 0.810 / 2.76
global route: 3.70 / 0.891 / 2.94
CTS: 3.69 / 0.832 / 2.82
-- state kept, by name, summed over array words and instances, names as in the netlist --
register and cells:
dataout_1 67, fifomem 1072, head 4, tail 4
count 4
-- per-layer routing --
| layer | share of wire, % | routed length (microns) | track usage [%] | up-vias |
|---|---|---|---|---|
| li1 | - | - | - | 9184 |
| met1 | 36 | 34700 | 17.6 | 10300 |
| met2 | 47 | 45700 | 21.3 | 1175 |
| met3 | 15 | 14800 | 10.2 | 174 |
| met4 | 2.1 | 2040 | 2.48 | 28 |
| met5 | 0.27 | 264 | 0.430 | - |
-- cells in the final DEF, fill, tap and decap left out, types with 17 or more instances in the layout --
cell type                         synthesis  final
sky130_fd_sc_hd__nor2_4                   0     17
sky130_fd_sc_hd__o221ai_1                29     29
sky130_fd_sc_hd__clkbuf_16                0    108
sky130_fd_sc_hd__dfxtp_1                 79     76
sky130_fd_sc_hd__clkinv_1                 0     18
sky130_fd_sc_hd__clkbuf_1                54     30
sky130_fd_sc_hd__nor2_1                  48     31
sky130_fd_sc_hd__mux4_2                 170    170
sky130_fd_sc_hd__mux2_2                  33     33
sky130_fd_sc_hd__nand2_1                 72     71
sky130_fd_sc_hd__or2_1                   21     21
sky130_fd_sc_hd__o211ai_1                80     80
sky130_fd_sc_hd__buf_4                   18     65
sky130_fd_sc_hd__mux2i_1                169    169
sky130_fd_sc_hd__edfxtp_1              1072   1072
sky130_fd_sc_hd__clkdlybuf4s50_1          0    144
sky130_fd_sc_hd__o21ai_1                 35     35
sky130_fd_sc_hd__a21oi_1                 68     68
sky130_fd_sc_hd__nor2b_1                 19     17
sky130_fd_sc_hd__a22oi_1                 30     30
-- layout make-up --
class / count / area [sq um]
clock inverter: 53 / 632
antenna: 2 / 5.00
clock buffer: 149 / 2970
fill: 13100 / 92700
inverter: 13 / 48.8
tap: 1903 / 2380
timing repair buffer: 210 / 1950
sequential: 1151 / 33800
multi-input combinational: 860 / 9050
-- worst max-delay path: stages --
cell and delay (ns):
sky130_fd_sc_hd__clkdlybuf4s50_1 0.49, sky130_fd_sc_hd__and2_1 0.42, sky130_fd_sc_hd__nand2_1 0.36, sky130_fd_sc_hd__nor2_4 0.65, sky130_fd_sc_hd__buf_4 0.58, sky130_fd_sc_hd__buf_4 0.58
-- how the worst min path moves through the flow --
stage	startpoint	to	slack (ns)	cells after the start
after CTS	fifomem[4][9]$_DFFE_PP_	dataout_1[9]$_SDFF_PN0_	0.53	2
after global routing	fifomem[4][9]$_DFFE_PP_	dataout_1[9]$_SDFF_PN0_	0.59	2
final	fifomem[4][9]$_DFFE_PP_	dataout_1[9]$_SDFF_PN0_	0.51	2
-- logic make-up (layout without fill, tap and decap cells) --
group	Yosys count	after routing	synth area share, %
simple gates	184	184	1.99
mux	374	374	13.6
fa+ha+maj	12	12	0.381
other cells	0	2	0
xor+xnor	6	6	0.121
buf+inv	135	425	1.50
compound gates	284	284	4.43
flops	1151	1151	77.9
-- per-stage QoR --
stage | instance area (sq um) | hold slack (ns) | utilization (%)
floorplan | 43300 | 0.508 | -
global route | 50800 | 0.588 | 35.4
finish | 50800 | 0.513 | 35.4
global placement | 47200 | 0.531 | 32.9
detailed placement | 47200 | 0.525 | 32.9
CTS | 50800 | 0.528 | 35.4
Power is estimated from default activity; no workload was simulated.
